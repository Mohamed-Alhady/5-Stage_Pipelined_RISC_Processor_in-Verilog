==> ./design.v <==
module Ram(
input         CLK               ,
input 	 	  ExMem_Jump        ,
input 	 	  ExMem_Branch      ,
input 	 	  ExMem_MemRead     ,
input 	 	  ExMem_MemtoReg    ,
input         ExMem_MemWrite	,
input         ExMem_RegWrite    ,
input  [4:0]  ExMem_AluOut      ,
input  [4:0]  ExMem_AddrRdRt    ,
input  [31:0] ExMem_DataRt      ,
output reg [31:0]  MemWb_AluOut     ,
output reg [31:0] MemWb_ReadData   ,
output reg [4:0]  MemWb_AddrRdRt   ,
output 	 reg	  MemWb_MemtoReg   ,
output 	 reg	  MemWb_RegWrite    
);
reg [31:0] Memory [1023:0] ;
always @(posedge CLK)
begin
	if(ExMem_MemRead)
		MemWb_ReadData <= Memory[ExMem_AluOut]   ;
	else if(ExMem_MemWrite)
				Memory[ExMem_AluOut] <=   ExMem_DataRt  ;      
MemWb_AluOut    	<=  ExMem_AluOut           ;
MemWb_AddrRdRt		<=  ExMem_AddrRdRt         ;
MemWb_MemtoReg		<=  ExMem_MemtoReg         ;
MemWb_RegWrite		<=  ExMem_RegWrite         ;
end 
endmodule
==> ./run.sh <==
#!/bin/bash
# OpenROAD 26Q1-2900-gdf79404cd8, Yosys 0.63+post, stock flow scripts
make -C /OpenROAD-flow-scripts/flow DESIGN_CONFIG=/design/flow/config.mk WORK_HOME=/design/flow/orfs finish
==> ./config.mk <==
export PLATFORM = sky130hd
export DESIGN_NAME = Ram
export DESIGN_NICKNAME = Ram
export VERILOG_FILES = /design/flow/design.v
export SDC_FILE = /design/flow/constraint.sdc
export NUM_CORES = 4
export LEC_CHECK = 1
export CORE_UTILIZATION = 30
export SYNTH_MEMORY_MAX_BITS = 65536
==> ./constraint.sdc <==
current_design Ram

set clk_period 4.6
set clk_io_pct 0.2

create_clock -name clk0 -period $clk_period [get_ports {CLK}]

set non_clock_inputs [all_inputs -no_clocks]
set_input_delay [expr $clk_period * $clk_io_pct] -clock clk0 $non_clock_inputs
set_output_delay [expr $clk_period * $clk_io_pct] -clock clk0 [all_outputs]
==> impl_metrics.env <==
# yosys + openroad results
export IMPL_grt_usage=0.152
export IMPL_drtPass1Iterations=5
export IMPL_core_area_um2=134000
export IMPL_fmax_mhz=302
export IMPL_cts_resized=0
export IMPL_clock_skew_ns=0.0410
export IMPL_avgSynthCellArea_um2=18.9
export IMPL_p_switching_mw=4.06
export IMPL_finalCritPeriodShare=0.719
export IMPL_dieArea_um2=137000
export IMPL_pwr_share_seq=0.550
export IMPL_drv_cap=0
export IMPL_drv_slew=0
export IMPL_clock_latency_ns=0.69
export IMPL_clk_pin_slew_ns=0.06
export IMPL_top_area_frac=0.779
export IMPL_drive_above_1_share=0.146
export IMPL_row_count=134
export IMPL_routed_wirelength_um=97300
export IMPL_vias_per_cell=4.80
export IMPL_drc=0
export IMPL_core_util_floorplan=0.304
export IMPL_syn2layout_area_growth_pct=17.2
export IMPL_total_power_mw=19.7
export IMPL_rrSetupSlack_ns=2.94
export IMPL_cp_endpoint="MemWb_ReadData[13]$_DFFE_PP_"
export IMPL_hp_class="in -> reg"
export IMPL_p_per_area_nw_per_um2=413
export IMPL_clock_sinks=1068
export IMPL_grt_pass1_vias=20800
export IMPL_rsz0062_at_grt="false"
export IMPL_diodes=0
export IMPL_topCellsByArea="edfxtp_1, mux2i_1, o22ai_1, buf_2, nor4_1"
export IMPL_crit_start="ExMem_AluOut[2]"
export IMPL_syn_area_um2=40700
export IMPL_status="finished, final reports clean"
export IMPL_swShare=0.206
export IMPL_htree_levels=3
export IMPL_power_frac_clock=0.406
export IMPL_drt_initial_drc_count=1187
export IMPL_start_kind="primary input"
export IMPL_crit_required_ns=4.98
export IMPL_slew_headroom=0.332
export IMPL_grt_pass1_wl_um=140000
export IMPL_ys_seq_elements=1068
export IMPL_regToRegEndpoint="MemWb_ReadData[13]$_DFFE_PP_"
export IMPL_synth_seq_area_share=0.785
export IMPL_ant_nets=0
export IMPL_overflow=0
export IMPL_antenna_found_initial=0
export IMPL_arrival_ns=3.69
export IMPL_yosys_warnings=1
export IMPL_path_class="in -> reg"
export IMPL_peakVddDrop_v=0.000283
export IMPL_hold_ws_ns=0.670
export IMPL_r2r_cells=4
export IMPL_wl_per_cell_um=23.1
export IMPL_min_period_ns=3.31
export IMPL_crit_fanout=14
export IMPL_die_w_um=370
export IMPL_boundaryPins=120
export IMPL_power_frac_comb=0.044
export IMPL_rr_startpoint="Memory[14][13]$_DFFE_PP_"
export IMPL_hpwlAfterDp_um=55700
export IMPL_ys_cells=2150
export IMPL_intPower_mw=15.6
export IMPL_synth_top_cell_by_area="edfxtp_1"
export IMPL_post_cts_buffers=0
export IMPL_place_gp_congestion=0.824
export IMPL_yosys_area_um2=40700
export IMPL_warning_count=28
export IMPL_utilization=0.356
export IMPL_cts_tree="built"
export IMPL_grt_max_degree=91
export IMPL_setup_violations_final=0
export IMPL_fill_cells=12300
export IMPL_cts_inserted_buffers=105
export IMPL_synth_distinct_cells=26
export IMPL_tns_ns=0
export IMPL_tightest_slew_ns=0.999
export IMPL_holdBufCountCts=0
export IMPL_cts_root_buffer="clkbuf_16"
export IMPL_netlist_instances=2150
export IMPL_hold_viol_final=0
export IMPL_power_leakage_nw=16.2
export IMPL_clockBufferDepth=3
export IMPL_detailroute_via_count=20200
export IMPL_place_port_buffers=90
export IMPL_fp_dieH_um=370
export IMPL_endpoint_kind="flip-flop"
==> sequential cells by signal (all words and copies together) (netlist names) <==
register / count
MemWb_RegWrite: 1
MemWb_ReadData: 32
MemWb_MemtoReg: 1
MemWb_AddrRdRt: 5
MemWb_AluOut: 5
Memory: 1024
==> stage by stage <==
stage	setup WS, ns	instances	area [um^2]
final	1.29	4208	47700
after global routing	1.19	4208	47700
after CTS	1.28	4208	47700
after detailed placement	0.565	4018	44500
after global placement	0.575	4018	44500
after floorplan	0.0723	2176	40800
==> worst max-delay path: stages <==
cell and delay (ns):
clkdlybuf4s50_1 0.94, or4b_2 0.70, buf_4 0.29, o22ai_1 0.13, nor4_1 0.54, nand2_1 0.14
==> worst min path at each step <==
stage / cells past startpoint / from / to
finish: 1 / ExMem_AddrRdRt[4] / MemWb_AddrRdRt[4]$_DFF_P_
global route: 1 / ExMem_AddrRdRt[4] / MemWb_AddrRdRt[4]$_DFF_P_
CTS: 1 / ExMem_AddrRdRt[4] / MemWb_AddrRdRt[4]$_DFF_P_
==> power by group through the flow <==
stage / Clock, mW / Sequential (mW) / Combinational [mW]
5_1_grt: 8.52 / 10.8 / 0.952
6_report: 7.99 / 10.8 / 0.873
4_1_cts: 8.18 / 10.8 / 0.891
==> cells in the mapped netlist, drive strengths merged <==
master	instances
edfxtp	1056
mux2i	512
o22ai	256
buf	137
nor4	64
nand2	36
nor2	31
clkbuf	16
dfxtp	12
nand4bb	6
nand4b	5
nor3	4
or4b	4
nand3b	2
or3	2
or3b	2
conb	1
nand2b	1
nand3	1
nand4	1
or4	1
==> per-layer routing <==
layer	routed length, um	part of all wire	GRT usage
met2	44200	0.45	0.221
met1	33400	0.34	0.177
met4	2640	0.027	0.0338
met3	16900	0.17	0.120
met5	161	0.0017	0.00839
==> layout make-up <==
type                    instances  area [um^2]  area share
repair buffers                227         2170      0.0454
well taps                    1768         2210      0.0463
clock inverters                51          372     0.00778
flip-flops and latches       1068        32000       0.669
multi-input cells             955         8210       0.172
clock buffers                 139         2830      0.0592
==> cell usage in the layout, fill, tap and decap left out, drive strengths merged, types with 7 or more instances in the layout <==
cell type      instances
edfxtp              1056
mux2i                512
o22ai                256
buf                  139
clkbuf               139
clkdlybuf4s50         88
nor4                  64
clkinv                39
nand2                 36
nor2                  31
conb                  27
dfxtp                 12
inv                    7
==> cells by family after synthesis <==
family / Yosys count / synth area share
flops: 1068 / 0.785
other cells: 1 / 0.0000921
simple gates: 160 / 0.0224
buf+inv: 153 / 0.0231
mux: 512 / 0.126
compound gates: 256 / 0.0439
No activity file was given, so power comes from the tool's default toggle rates.
