$ cat flow/design.v
module Forward_Unit(
input [4:0]  IdEx_Rs                                      ,
input [4:0]  IdEx_Rt                                      ,
input [4:0]  ExMem_Rd                                     ,
input [4:0]  MemWb_Rd                                     ,
input [4:0]  ExMem_Rs                                     ,
input [4:0]  ExMem_Rt                                     ,
input        ExMem_Reg_Wr_Control                         ,
input        MemWb_Reg_Wr_Control                         ,
input [4:0] IfId_Rs             						  ,
input [4:0] IfId_Rt                                       ,        
input       Ctrl_Branch                                   , 
input       MemWb_MemRead                                 ,
output reg [1:0] FwdRs                                    , 
output reg [1:0] FwdRt                                    ,
output wire       FwdPc                                   ,                 
output reg  [1:0] Fwd_IfId_Rs, Fwd_IfId_Rt 
);
always @(*)
begin
	if((IdEx_Rs==ExMem_Rd) && (ExMem_Rs !=0) && ExMem_Reg_Wr_Control)  
		begin
		FwdRs <= 2'b10;
		end 
	else if((IdEx_Rs==MemWb_Rd) && (ExMem_Rs !=0) && MemWb_Reg_Wr_Control)  
		begin
			FwdRs <= 2'b01 ;
		end
	else 	
		FwdRs <= 2'b0 ;
	if((IdEx_Rt==ExMem_Rd) & (ExMem_Rt !=0) & ExMem_Reg_Wr_Control )   
		begin
			FwdRt <=2'b10 ;
		end 
	else if((IdEx_Rt==MemWb_Rd) & (ExMem_Rt !=0) & MemWb_Reg_Wr_Control )  
		begin
			FwdRt <=2'b10 ;
		end 
	else 
		begin
			FwdRt <=2'b0 ;
		end 
	end 
assign FwdPc = ((IfId_Rs == IfId_Rt) && Ctrl_Branch)? 1'b1 : 1'b0;
always @(*)
begin
	if(Ctrl_Branch&& (MemWb_Reg_Wr_Control &&(IfId_Rs == MemWb_Rd)))
		begin 
			Fwd_IfId_Rs <= 2'b01;
		end
	else if (Ctrl_Branch&& (MemWb_Reg_Wr_Control && (IfId_Rs==ExMem_Rd)))
		begin 	
			Fwd_IfId_Rs <= 2'b10; 
		end
	else 
	begin Fwd_IfId_Rs <= 2'b00; end
	if(Ctrl_Branch&& ((MemWb_Reg_Wr_Control| MemWb_MemRead)  &&(IfId_Rt == MemWb_Rd)))
		begin Fwd_IfId_Rt <= 2'b01; end
	else if (Ctrl_Branch&& ((MemWb_Reg_Wr_Control | MemWb_MemRead) && (IfId_Rt == ExMem_Rd)))
	begin	Fwd_IfId_Rt <= 2'b10;  end
	else 
	begin Fwd_IfId_Rt <= 2'b00; end
end
endmodule
$ cat flow/run.sh
#!/bin/bash
# OpenROAD 26Q1-2900-gdf79404cd8, Yosys 0.63+post, stock flow scripts
make -C /OpenROAD-flow-scripts/flow DESIGN_CONFIG=/design/flow/config.mk WORK_HOME=/design/flow/orfs finish
$ cat flow/config.mk
export PLATFORM = sky130hd
export DESIGN_NAME = Forward_Unit
export DESIGN_NICKNAME = Forward_Unit
export VERILOG_FILES = /design/flow/design.v
export SDC_FILE = /design/flow/constraint.sdc
export NUM_CORES = 4
export LEC_CHECK = 1
export CORE_AREA = 10 10 88 88
export DIE_AREA = 0 0 98 98
$ cat flow/constraint.sdc
current_design Forward_Unit

set clk_period 2.9
set clk_io_pct 0.2

create_clock -name clk0 -period $clk_period

set non_clock_inputs [all_inputs -no_clocks]
set_input_delay [expr $clk_period * $clk_io_pct] -clock clk0 $non_clock_inputs
set_output_delay [expr $clk_period * $clk_io_pct] -clock clk0 [all_outputs]
==> reports/metrics.cfg <==
[setup_path]
cp_cell_sequence = clkdlybuf4s50_1, or4_4, nor2_4, nor4_4, buf_4, clkdlybuf4s50_1
crit_end = FwdRs[1]
max_stage_delay_ps = 540
worstSetupEndpointType = output pin
slowest_stage = or4_4
critical_path_arrival_ps = 2270
timing.critical_path.from = ExMem_Rs[4]
cp_common_cell = clkdlybuf4s50_1
path_buffers = 3
worstPathRequired_ps = 2320
cp-start-kind = primary input
crit_fanout = 2
path_depth = 6
worstSetupPathType = in -> out
crit_family = buffers and inverters

[die]
die_w_um = 98
coreArea_sq_mm = 0.005921
floorplan.core_util_pct = 9.763
io_pins = 53
die_area_sq_mm = 0.009604
fp-row-count = 28
fp.dieH_um = 98

[final_layout]
finalNonFillerCells = 221
final_area_sq_mm = 0.001384
flop-count = 0
drive_gt1_share_pct = 21.38
seqCellArea_sq_um = 0
final_cell_mix = clkdlybuf4s50_1 (31), xor2_1 (24), xnor2_1 (21)
areaGrowthSynthToFinish_pct = 139.4
layout.cells.most_common = clkdlybuf4s50_1
clkbuf_count = 0

[flow_run]
cap_violations = 0
warnings = 32

[routing]
drt_iter0_drc = 12
vias = 755
wl_per_cell_um = 12.93
postRouteAntennaNets = 0
dr.pass1.iters = 3
vias_per_cell = 3.416
remaining_drc_errors = 0
totalWireLength_mm = 2.857

[cts]
postCtsHoldBufs = 0

[global_route]
grt_pass1_vias = 876
grt_antenna_before_repair = 1
overflow = 0
grt_max_degree = 5
grt_usage_pct = 5.594
grt_pass1_wl_mm = 4.367

[synthesis]
ys_cells = 74
syn-instance-count = 74
topCellsByArea = xor2_1 (36%), xnor2_1 (32%), nor4_1 (6.5%)
ys_area_sq_um = 578.1
synth_top_cell_by_area = xor2_1
yosysWarnings = 1
synthDistinctLibCells = 18
syn_area_sq_um = 578.1
netlist.area_leader.share_pct = 36.36
syn_avg_cell_area_sq_um = 7.812
postSynthSeqShare_pct = 0

[final_timing]
max_freq_mhz = 351.2
fin_crit_ps = 2847
drv_slew = 0
hold_viol = 0
finalSetupViolations = 0
period_used_pct = 98.19

[placed_design]
port_buffers = 52
dp.cells = 220
place_hpwl_mm = 2.719
globalplace.congestion = 0.8595
place_area_sq_mm = 0.001339

[worst_hold_path]
worst_hold_path_type = in -> out

[power]
peakVddDrop_uv = 36.19
p_leak_nw = 0.5687
total_power_mw = 0.1690
power.density_mw_per_mm2 = 122.1

[run_status]
outcome = finished, final reports clean

[Yosys cell counts (all sizes together)]
library cell	number
xor2	24
xnor2	21
nor4	8
nand4	4
or4	3
and3	2
nand2	2
nand3	2
nor2	2
a21oi	1
buf	1
clkbuf	1
conb	1
nor3	1
o21ai	1
[kinds of logic after synthesis]
kind of cell | synth area share, %
xor+xnor | 68.18
simple gates | 27.49
compound gates | 1.730
buf+inv | 1.948
other cells | 0.6487
[layout make-up]
cell class / instances / area [sq um]
fillers: 645 / 4537
well taps: 75 / 93.84
diodes: 1 / 2.502
multi-input cells: 72 / 613.1
repair buffers: 73 / 674.4
[how the worst min path moves through the flow]
| stage | start | to | depth (start not counted) | slack, ps |
|---|---|---|---|---|
| CTS | IdEx_Rs[3] | FwdRs[0] | 5 | 1870 |
| finish | IfId_Rs[4] | Fwd_IfId_Rs[1] | 5 | 1810 |
| global route | IfId_Rs[4] | Fwd_IfId_Rs[1] | 5 | 1880 |
[power by group]
part	switching [mW]	internal (mW)	leakage (nW)
registers	0	0	0
clock network	0	0.0000000461	0.00000634
logic	0.0664	0.103	0.569
[per-stage QoR]
step                      utilization [%]  hold slack [ps]  setup TNS (ps)  worst slack, ps
after floorplan                         -             1239               0            841.2
after global placement              22.61             2139          -944.5           -273.3
after detailed placement            22.61             2146          -910.2           -278.3
after global routing                23.37             1883          -7.659           -7.659
final                               23.37             1809               0            52.53
after CTS                           22.70             1875               0           0.9071
[repair_timing]
action,CTS,global route
setup endpoints to repair,7,6
pin swaps,8,8
buffers inserted,0,0
gates resized,22,10
[layer usage]
metal	part of all wire, %	wire length (um)	vias to the layer above	global-route usage (%)
met2	50	1440	28	10.05
li1	-	-	402	-
met4	0	0	0	0
met3	8.9	253	0	1.991
met1	41	1163	325	6.583
met5	0	0	-	0
Power is estimated from default activity; no workload was simulated.
